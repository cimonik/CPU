$ cat ./config.mk
export PLATFORM = sky130hd
export DESIGN_NAME = adder
export DESIGN_NICKNAME = adder
export VERILOG_FILES = /design/flow/design.v
export SDC_FILE = /design/flow/constraint.sdc
export NUM_CORES = 4
export LEC_CHECK = 1
export CORE_AREA = 10 10 95 95
export DIE_AREA = 0 0 105 105
$ cat ./constraint.sdc
current_design adder

set clk_period 15.7
set clk_io_pct 0.2

create_clock -name clk0 -period $clk_period

set non_clock_inputs [all_inputs -no_clocks]
set_input_delay [expr $clk_period * $clk_io_pct] -clock clk0 $non_clock_inputs
set_output_delay [expr $clk_period * $clk_io_pct] -clock clk0 [all_outputs]
$ cat ./design.v
module adder#(parameter width=32)(
    input [width-1:0] in1,
    input [width-1:0] in2,
    output [width-1:0] out,
    output overflow    
);
wire [width:0] temp_out;
assign temp_out = in1+in2;
assign overflow= temp_out[width] ? 1 : 0 ; 
assign out = temp_out[width-1:0]; 
endmodule
$ cat ./run.sh
#!/bin/bash
# OpenROAD 26Q1-2900-gdf79404cd8, Yosys 0.63+post, stock flow scripts
make -C /OpenROAD-flow-scripts/flow DESIGN_CONFIG=/design/flow/config.mk WORK_HOME=/design/flow/orfs finish
==> GITHUB_STEP_SUMMARY <==
### Metrics collected by this job

| Metric | Value |
|---|---|
| Status | `completed` |
| Post-Layout Cell Count | `456` |
| DRT iter0 DRCs | `87` |
| Fraction of the core area occupied by cells at floorplan | `27.9%` |
| Final Hold Slack | `7310 ps` |
| Total of clock buffers placed in the layout | `0` |
| Sum of negative setup slack | `0 ps` |
| Adder and majority gate portion of the synthesized area | `21.8%` |
| Number of port buffers | `97` |
| Power Density | `45.4 nW/um2` |
| First-pass GRT wire length | `11,100 um` |
| Max IR drop VDD | `0.0186 mV` |
| Width of the die | `105 um` |
| Number of synthesis warnings | `0` |
| HPWL after detailed placement | `6020 um` |
| Fillers | `724` |
| Post-synth top area share | `20.8%` |
| Crit path capture type | `output port` |
| Ratio of routed vias to standard cells | `5.15` |
| Critical Path AT | `6110 ps` |
| Final std cell area, no fill | `2980 um2` |
| Mux cell area share after synthesis | `1.04%` |
| Number of cells in Yosys stat | `272` |
| Ratio of final minimum period to clock period | `58.9%` |
| Top area cells in the synthesized netlist | `sky130_fd_sc_hd__ha_1, sky130_fd_sc_hd__a21oi_1, sky130_fd_sc_hd__xnor2_1` |
| Total antenna diodes in the routed design | `0` |
| Number of sequential storage elements | `0` |
| Placed Cells incl. Taps | `456` |
| Number of buffers added for setup after CTS | `0` |
| Critical Path Source Type | `primary input` |
| Mean post-synth cell area | `7.08 um2` |
| Yosys cell types | `55` |
| Headroom to the max-slew limit | `66.2%` |
| GP Congestion | `0.868` |
| Number of hold-repair buffers added at the cts stage | `0` |
| Initial antenna violation count | `0` |
| Placement row count | `30` |
| Number of design rule violations left after detail routing | `0` |
| Overall chip area | `11,000 um2` |
| Worst Path Required | `12,560 ps` |
| Area fraction in xor and xnor cells | `12.3%` |
| Via count of the first global-routing pass | `2,342` |
| Routed wire per std cell | `14.8 um` |
| Number of warnings in the stage logs | `32` |
| Final wirelength | `6750 um` |
| Compound Share, Synth | `39.5%` |
| Biggest fanout along the worst timing path | `3` |
| Chip area line of the yosys report | `1930 um2` |
| Cell area after technology mapping | `1930 um2` |
| Area growth syn-to-layout | `54.4%` |
| RSZ-0062 raised after global routing | `false` |
| Global router's overall resource usage | `11.6%` |
| Post-synth top area cell | `sky130_fd_sc_hd__ha_1` |
| Leakage Power | `1.21 nW` |
| Worst hold path class | `primary input to output port` |
| Combined flip-flop and latch cell area | `0 um2` |
| Dominant combinational family | `AND-OR/OR-AND gates` |
| Number of placed I/O pins | `97` |
| Number of setup violations in the final report | `0` |
| Overall Power | `135 uW` |
| PostCTS Resize Cnt | `0` |
| GR Overflow Total | `0` |
| Number of detailed-routing iterations run before antenna repair | `4` |
| Standard cell core area | `6910 um2` |
| Total vias in the final route | `2,350` |
| Vert. Die Dim | `105 um` |
| Worst setup path class | `primary input to output port` |
| Simple-gate area share of the yosys netlist | `21.6%` |
| Max-slew violation total from the final report | `0` |
| Crit path time final | `9250 ps` |
| Residual antenna-violating net count after detailed routing | `0` |
| Total of max-cap violations | `0` |
| Proportion of synthesized chip area in sequential cells | `0%` |
| Number of hold violations in the final report | `0` |
| Slew at the pin closest to its max-slew limit | `505 ps` |
| Max Clk Rate | `108 MHz` |
| Comb area | `1850 um2` |
| Fraction of final layout cells with drive strength greater than 1 | `4.17%` |
| Maximum number of pins on one net before global-route repair | `12` |
| Cell count after synthesis | `272` |
| Total placed instance area | `2980 um2` |
through the flow:
stage               util, %  worst slack, ps
floorplan                 -             7650
global placement       43.1             6510
detailed placement     43.1             6470
CTS                    43.1             6460
global route           43.1             6330
finish                 43.1             6450
critical path, cell delays in order:
cell                              delay, ps
sky130_fd_sc_hd__clkdlybuf4s50_1        400
sky130_fd_sc_hd__ha_1                   220
sky130_fd_sc_hd__fa_1                   430
sky130_fd_sc_hd__a211oi_1               320
sky130_fd_sc_hd__o211ai_1               190
sky130_fd_sc_hd__a21oi_1                300
sky130_fd_sc_hd__nor3_1                 140
sky130_fd_sc_hd__or2_2                  320
sky130_fd_sc_hd__o211a_1                230
sky130_fd_sc_hd__clkdlybuf4s50_1        400
Yosys cell counts (2+ instances only):
library cell / number
sky130_fd_sc_hd__nor2_1: 19
sky130_fd_sc_hd__nor3_1: 6
sky130_fd_sc_hd__nand3_1: 12
sky130_fd_sc_hd__a211oi_1: 8
sky130_fd_sc_hd__and3_1: 5
sky130_fd_sc_hd__nand4_1: 2
sky130_fd_sc_hd__nand2_1: 22
sky130_fd_sc_hd__a31oi_1: 5
sky130_fd_sc_hd__or2_2: 2
sky130_fd_sc_hd__o21a_1: 2
sky130_fd_sc_hd__o31a_2: 2
sky130_fd_sc_hd__o2111ai_1: 2
sky130_fd_sc_hd__xnor2_1: 17
sky130_fd_sc_hd__o211ai_1: 5
sky130_fd_sc_hd__o31ai_1: 3
sky130_fd_sc_hd__inv_1: 8
sky130_fd_sc_hd__ha_1: 32
sky130_fd_sc_hd__clkbuf_1: 7
sky130_fd_sc_hd__a21o_1: 14
sky130_fd_sc_hd__o21ai_0: 15
sky130_fd_sc_hd__mux2i_1: 2
sky130_fd_sc_hd__and2_1: 3
sky130_fd_sc_hd__xor2_1: 10
sky130_fd_sc_hd__a21oi_1: 38
cells by family (layout without fill, tap and decap cells):
kind of cell	count (synthesis)	in the layout
buf+inv	17	105
mux	2	2
simple gates	82	82
fa+ha+maj	33	33
compound gates	111	111
xor+xnor	27	27
path summary, 6_finish.rpt:
| kind | from | to | slack (ps) | cells past startpoint |
|---|---|---|---|---|
| worst max-delay path | in1[0] | out[28] | 6450 | 10 |
| worst min-delay path | in2[0] | out[0] | 7310 | 3 |
layout by cell type, fill, tap and decap left out, types with 2 or more instances in the layout:
cell	instances
sky130_fd_sc_hd__clkdlybuf4s50_1	97
sky130_fd_sc_hd__a21oi_1	38
sky130_fd_sc_hd__ha_1	32
sky130_fd_sc_hd__nand2_1	22
sky130_fd_sc_hd__nor2_1	19
sky130_fd_sc_hd__xnor2_1	17
sky130_fd_sc_hd__o21ai_0	15
sky130_fd_sc_hd__a21o_1	14
sky130_fd_sc_hd__nand3_1	12
sky130_fd_sc_hd__xor2_1	10
sky130_fd_sc_hd__inv_1	8
sky130_fd_sc_hd__a211oi_1	8
sky130_fd_sc_hd__nor3_1	6
sky130_fd_sc_hd__a31oi_1	5
sky130_fd_sc_hd__o211ai_1	5
sky130_fd_sc_hd__and3_1	5
sky130_fd_sc_hd__and2_1	3
sky130_fd_sc_hd__o31ai_1	3
sky130_fd_sc_hd__o21a_1	2
sky130_fd_sc_hd__o2111ai_1	2
sky130_fd_sc_hd__nand4_1	2
sky130_fd_sc_hd__mux2i_1	2
sky130_fd_sc_hd__or2_2	2
sky130_fd_sc_hd__o31a_2	2
power breakdown:
| part | switching [mW] | total, mW | internal [mW] |
|---|---|---|---|
| Combinational | 0.0563 | 0.135 | 0.0788 |
| Clock | 0 | 0 | 0 |
| Sequential | 0 | 0 | 0 |
final cells by class:
| class | instances | share of cell area (%) |
|---|---|---|
| Multi-Input combinational cell | 255 | 62.3 |
| Timing Repair Buffer | 97 | 32.6 |
| Tap cell | 96 | 4.04 |
| Inverter | 8 | 1.01 |
layer usage:
metal | up-vias | track usage [%] | part of all wire (%)
li1 | 1222 | - | -
met3 | 0 | 2.24 | 6.1
met2 | 86 | 19.1 | 44
met5 | - | 0 | 0
met1 | 1042 | 16.3 | 50
met4 | 0 | 0 | 0
No activity file was given, so power comes from the tool's default toggle rates.
